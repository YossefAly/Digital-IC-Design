--- flow/run.sh ---
#!/bin/bash
# OpenROAD 26Q1-2900-gdf79404cd8, Yosys 0.63+post, stock flow scripts
make -C /OpenROAD-flow-scripts/flow DESIGN_CONFIG=/design/flow/config.mk WORK_HOME=/design/flow/orfs finish
--- flow/config.mk ---
export PLATFORM = sky130hd
export DESIGN_NAME = DSP
export DESIGN_NICKNAME = DSP
export VERILOG_FILES = /design/flow/design.v
export SDC_FILE = /design/flow/constraint.sdc
export NUM_CORES = 4
export LEC_CHECK = 1
export CORE_UTILIZATION = 30
--- flow/constraint.sdc ---
current_design DSP

set clk_period 23.8
set clk_io_pct 0.2

create_clock -name clk0 -period $clk_period [get_ports {CLK}]

set non_clock_inputs [all_inputs -no_clocks]
set_input_delay [expr $clk_period * $clk_io_pct] -clock clk0 $non_clock_inputs
set_output_delay [expr $clk_period * $clk_io_pct] -clock clk0 [all_outputs]
--- flow/design.v ---
module Carryin #(parameter CARRYINSEL = "OPMODE5")
			    (input CARRYIN,
			    input OPMODE5,
			    input CLK,
			    input CECARRYIN,
			    input RSTCARRYIN,
			    output CIN);
generate
	if(CARRYINSEL == "OPMODE5") dff_mux #(.size(1),.pipeline(1)) CARRYINREG(.in(OPMODE5),.clk(CLK),.EN(CECARRYIN),.rst(RSTCARRYIN),.out(CIN));
	else dff_mux #(.size(1),.pipeline(1)) CARRYINREG(.in(CARRYIN),.clk(CLK),.EN(CECARRYIN),.rst(RSTCARRYIN),.out(CIN));
endgenerate
endmodule
module DSP(input[17:0] A,input[17:0] B,input[47:0] C,input[17:0] D,
			   input CLK,input CARRYIN,
			   input[7:0] OPMODE,
			   input[17:0] BCIN,
			   input RSTA,input RSTB,input RSTM,input RSTP,input RSTC,input RSTD,input RSTCARRYIN,input RSTOPMODE,
			   input CEA,input CEB,input CEM,input CEP,input CEC,input CED,input CECARRYIN,input CEOPMODE,
			   input[47:0] PCIN,
			   output [17:0] BCOUT,output [47:0] PCOUT,output [47:0] P,output[35:0] M,
			   output CARRYOUT,output CARRYOUTF 
			  );
wire[35:0] xmuxin;
wire[17:0] BOUT;
wire CIN;
wire[7:0] opmodeout;
wire[47:0] outC;
wire[47:0] xmuxout;
wire[47:0] zmuxout;
wire[47:0] outP;
wire[47:0] inP;
wire CYOout;
PortOPMODE OPMODEREG(.OPMODE(OPMODE),.CLK(CLK),.CEOPMODE(CEOPMODE),.RSTOPMODE(RSTOPMODE),.opmodeout(opmodeout));
PortC CREG(.C(C),.CLK(CLK),.CEC(CEC),.RSTC(RSTC),.outC(outC));
PortM MREG(.A(A),.B(B),.D(D),.BCIN(BCIN),.CLK(CLK),
			.OPMODE4(opmodeout[4]),.OPMODE6(opmodeout[6]),.RSTA(RSTA),
			.RSTB(RSTB),.RSTD(RSTD),.RSTM(RSTM),.CEA(CEA),.BCOUT(BOUT),
			.CEB(CEB),.CED(CED),.CEM(CEM),.xmux(xmuxin));
assign M = xmuxin;
assign BCOUT = BOUT;
Carryin CYI(.CARRYIN(CARRYIN),.OPMODE5(opmodeout[5]),.CLK(CLK),.CECARRYIN(CECARRYIN),.RSTCARRYIN(RSTCARRYIN),.CIN(CIN));
PortP PREG(.Postaddsub(inP),.CLK(CLK),.CEP(CEP),.RSTP(RSTP),.outP(outP));
assign P = outP ;
assign xmuxout = (opmodeout[1:0]==0)?0:(opmodeout[1:0]==1)?xmuxin:(opmodeout[1:0]==2)?outP:{D[11:0],A,B};
assign zmuxout = (opmodeout[3:2]==0)?0:(opmodeout[3:2]==1)?PCIN:(opmodeout[3:2]==2)?outP:outC;
assign inP = opmodeout[7]?zmuxout-(xmuxout+CIN):zmuxout+xmuxout+CIN;
assign PCOUT = outP;
dff_mux #(.size(1),.pipeline(1)) CYO(.in(outP[47]),.clk(CLK),.EN(1'b1),.rst(1'b0),.out(CYOout));
assign CARRYOUT = CYOout ;
assign CARRYOUTF = CYOout ;
endmodule
module PortA(input[17:0] A,
			 input CLK,
			 input CEA,
			 input RSTA,
			 output[17:0] outA1);
wire[17:0] outA0;
dff_mux #(.size(18),.pipeline(0)) A0REG(.in(A),.clk(CLK),.EN(CEA),.rst(RSTA),.out(outA0));
dff_mux #(.size(18),.pipeline(1)) A1REG(.in(outA0),.clk(CLK),.EN(CEA),.rst(RSTA),.out(outA1));
endmodule
module PortB_D#(parameter B_INPUT = "DIRECT")
			   (input[17:0] B,
			   input[17:0] D,
			   input[17:0] BCIN,
			   input OPMODE4,
			   input OPMODE6,
			   input CLK,
			   input CEB,
			   input CED,
			   input RSTB,
			   input RSTD,
			   output[17:0] outB1);
wire[17:0] outD;
wire[17:0] outB0;
wire[17:0] preadderout;
wire[17:0] B1REGin;
wire[17:0] out;
generate
	if(B_INPUT == "DIRECT") dff_mux #(.size(18),.pipeline(0)) B0REG(.in(B),.clk(CLK),.EN(CEB),.rst(RSTB),.out(outB0));
	else dff_mux #(.size(18),.pipeline(0)) B0REG(.in(BCIN),.clk(CLK),.EN(CEB),.rst(RSTB),.out(outB0));
endgenerate
dff_mux #(.size(18),.pipeline(1)) DREG(.in(D),.clk(CLK),.EN(CED),.rst(RSTD),.out(outD));
assign preadderout = OPMODE6?outD-outB0:outD+outB0;
assign B1REGin = OPMODE4?preadderout:outB0;
dff_mux #(.size(18),.pipeline(1)) B1REG(.in(B1REGin),.clk(CLK),.EN(CEB),.rst(RSTB),.out(out));
assign outB1 = out;
endmodule
module PortC(input[47:0] C,
			 input CLK,
			 input CEC,
			 input RSTC,
			 output[47:0] outC);
dff_mux #(.size(48),.pipeline(1)) CREG(.in(C),.clk(CLK),.EN(CEC),.rst(RSTC),.out(outC));
endmodule
module PortM(input[17:0] A,
			 input[17:0] B,
			 input[17:0] D,
			 input[17:0] BCIN,
			 input CLK,
			 input CEM,
			 input RSTM,
			 input OPMODE4,
			 input OPMODE6,
			 input CEB,
			 input CED,
			 input RSTB,
			 input RSTD,
			 input CEA,
			 input RSTA,
			 output[17:0] BCOUT,		 
			 output[35:0] xmux);
wire[17:0] outB1;
wire [17:0] outA1;
wire [35:0] MREGin;
wire [35:0] MREGout;
PortB_D Minput1(.B(B),.D(D),.BCIN(BCIN),.CLK(CLK),.CEB(CEB),.CED(CED),.RSTB(RSTB),.RSTD(RSTD),
			    .OPMODE4(OPMODE4),.OPMODE6(OPMODE6),.outB1(outB1));
assign BCOUT = outB1;
PortA Minput2(.A(A),.CLK(CLK),.CEA(CEA),.RSTA(RSTA),.outA1(outA1));
assign MREGin = outA1*outB1;
dff_mux #(.size(36),.pipeline(1)) mREG(.in(MREGin),.clk(CLK),.EN(CEM),.rst(RSTM),.out(MREGout));
assign xmux = MREGout;
endmodule
module PortOPMODE(input[7:0] OPMODE,
			 input CLK,
			 input CEOPMODE,
			 input RSTOPMODE,
			 output[7:0] opmodeout);
dff_mux #(.size(8),.pipeline(1)) OPMODEREG(.in(OPMODE),.clk(CLK),.EN(CEOPMODE),.rst(RSTOPMODE),.out(opmodeout));
endmodule
module PortP(input[47:0] Postaddsub,
			 input CLK,
			 input CEP,
			 input RSTP,
			 output[47:0] outP);
dff_mux #(.size(48),.pipeline(1)) PREG(.in(Postaddsub),.clk(CLK),.EN(CEP),.rst(RSTP),.out(outP));
endmodule
module dff_mux #(
	parameter size = 18 ,
	parameter pipeline = 0 ,
	parameter RSTTYPE = "SYNC" 
	)(
	input[size - 1 : 0]  in,
	input clk ,
	input EN ,
	input rst ,
	output reg[size - 1 : 0] out 
	);
	generate
	if(pipeline)begin
		if(RSTTYPE == "SYNC")  begin
			always @(posedge clk ) begin
				if (rst) begin		
					out <= 0;
				end
				else begin
					if(EN) begin
                        out <= in; 
                    end
				end
			end
		end
		else begin
			always @(posedge clk or posedge rst) begin
				if (rst) begin
					out <= 0;
				end
				else begin
					if(EN) begin
                        out <= in; 
                    end
				end
			end
		end
	end
	else always@(in) out = in;
endgenerate
endmodule
==> results.json <==
{
  "run_status": "finished, final reports clean",
  "die_w_um": 305,
  "vias_per_cell": 5.04,
  "buffers_added_on_ports": 326,
  "numCtsBuffers": 17,
  "synthesized_area_um2": 27600,
  "final_max_slew_viol_count": 0,
  "vdd.ir_drop.worst_uv": 62.0,
  "detail_route.first_pass.iterations": 5,
  "postCtsSetupRepairBufs": 0,
  "min_to": "MREG.Minput1.B1REG.out[17]",
  "timing_worst_slew_pin_value_ns": 0.887,
  "placementRows": 110,
  "cap_violations": 0,
  "yosys.stat.seqShare_pct": 14.2,
  "gpl_congestion": 0.971,
  "cts.repair.resized": 0,
  "maximum_level_of_the_cts_h_tree": 4,
  "yosys_cells": 3332,
  "cts_tree": "yes",
  "clk_transition_reported_paths_ns": 0.09,
  "residual_drc_count": 0,
  "reg2reg_slack_ns": 16.77,
  "setup_viol": 0,
  "antenna_found_initial": 6,
  "numPlacedInstances": 4667,
  "setup_tns_ns": 0,
  "worstSetupEndpointType": "flop",
  "detailed_place_hpwl_um": 78300,
  "drive_above_1_share_pct": 6.53,
  "worst_hold_slack_ns": 0.474,
  "max_clock_freq_ghz": 0.110,
  "grtUsageTotal_pct": 22.0,
  "floorplan.core_util_pct": 30.4,
  "first_pass_grt_wire_length_um": 149000,
  "postSynthAreaPerCell_um2": 8.27,
  "synth_warnings": 6,
  "drtIter0Drc": 1571,
  "synth_chip_area_um2": 27600,
  "worstPathRequired_ns": 24.22,
  "finalHoldViolations": 0,
  "clock-sinks": 196,
  "die_height_um": 305,
  "period_needed_ns": 9.11,
  "number_of_buffers_inserted_by_hold_repair_at_cts": 0,
  "leakage_nw": 15.1,
  "postSynth.asyncResetShare_pct": 0,
  "grt_pass1_vias": 23951,
  "core_area_um2": 90600,
  "critPathKind": "primary input to flop",
  "warnings": 90,
  "crit_path_max_fanout": 6,
  "worstReg2RegStart": "MREG.Minput1.B1REG.out[2]",
  "ys.flops": 196,
  "ioPinCount": 346,
  "min_period_over_period_pct": 38.3,
  "chip_area_um2": 93100,
  "timing.hold.worst.start": "MREG.Minput1.B1REG.out[17]",
  "clkLatencyLatePin_ns": 0.53,
  "crit_path_top_delay_cell": "clkdlybuf4s50_1",
  "route.antenna.remaining_nets": 0,
  "critPathLaunchType": "primary input",
  "globalRoute.totalOverflow": 0,
  "powerDensity_nw_per_um2": 47.0,
  "wl_um": 98700,
  "whs_path_depth": 2,
  "setup_repair_after_global_routing_missed_its_margin": "false",
  "syn_inst": 3332,
  "count_of_distinct_cell_types_in_the_synthesized_netlist": 91,
  "cts_root_buf": "clkbuf_16",
  "synth-edff-count": 0,
  "layout-area-overhead-vs-synth_pct": 17.3,
  "via_count": 23711,
  "clock_skew_ns": 0.0311,
  "slew-limit-headroom_pct": 40.7,
  "ff2ff_path_depth": 22,
  "critical_path_max_stage_delay_ns": 0.62,
  "cts.path.max_buffers": 2,
  "timing.critical_path.arrival_ns": 9.53,
  "cp_cell_sequence": "clkdlybuf4s50_1 -> mux2_2 -> a22o_1 -> ha_1 -> ha_1 -> o21a_1 -> o21a_1 -> o22ai_2 -> o41ai_4 -> nand4_2 -> a311oi_2 -> o31ai_2 -> o21ai_2 -> a311oi_1 -> nor3_1 -> o41a_1",
  "reg2reg_capture_point": "MREG.mREG.out[34]",
  "grt_start_max_net_pins": 56,
  "stdcell_count": 4702,
  "dominantRegCellSynth": "dfxtp_1",
  "wire_per_inst_um": 21.0,
  "worst_hold_path_type": "flop to flop"
}
-- cell type report --
class / count / area, um^2
Fill cell: 9370 / 58200
Multi-Input combinational cell: 2434 / 20800
Sequential cell: 196 / 3930
Timing Repair Buffer: 387 / 3690
Inverter: 474 / 1780
Tap cell: 1176 / 1470
Clock buffer: 18 / 439
Clock inverter: 14 / 204
Antenna cell: 3 / 7.51
-- synthesized netlist by cell type, types with 17 or more instances --
cell	number	share of area [%]
o21bai_1	30	0.82
nand4_1	20	0.45
a21oi_1	167	3.0
mux2i_1	154	5.6
buf_4	50	1.4
clkbuf_1	153	2.1
a22oi_1	38	1.0
a31oi_1	17	0.39
nand2_1	290	4.0
nand3_1	35	0.64
xnor2_1	100	3.2
and2_1	145	3.3
a21o_1	44	1.2
inv_1	467	6.4
xor2_1	37	1.2
nor2b_1	46	1.0
o21ai_0	84	1.5
a22o_1	49	1.6
nor3_1	38	0.69
buf_1	20	0.27
fa_1	261	19
dfxtp_1	196	14
and3_1	18	0.41
mux2_2	82	3.4
nor2_1	272	3.7
ha_1	264	12
a211oi_1	46	1.3
-- flip-flops by register name, indices dropped and copies added (netlist names) --
signal,flops
CREG.CREG.out,48
PREG.PREG.out,48
MREG.mREG.out,36
MREG.Minput1.B1REG.out,18
MREG.Minput1.DREG.out,18
MREG.Minput2.A1REG.out,18
OPMODEREG.OPMODEREG.out,8
CYI.genblk1.CARRYINREG.out,1
CYO.out,1
-- kinds of logic (layout without fill, tap and decap cells) --
kind of cell    count (synthesis)  after routing  share of synthesized area (%)
flops                         196            196                           14.2
other cells                     0              3                              0
fa+ha+maj                     525            525                           30.9
simple gates                  920            920                           15.7
xor+xnor                      137            137                           4.35
mux                           237            237                           8.99
compound gates                615            615                           15.5
buf+inv                       702            893                           10.3
-- metal layers --
layer / track usage, % / share of wire (%)
met1: 28.6 / 41
met4: 4.12 / 2.3
met5: 0 / 0.056
met3: 10.8 / 13
met2: 33.4 / 44
-- cells in the final DEF, fill, tap and decap left out, types with 15 or more instances in the layout --
master,instances
o211ai_1,15
ha_1,264
clkbuf_16,17
nand2_1,290
a22o_1,49
dfxtp_1,191
and3_1,18
mux2_2,82
a211oi_1,46
o21ai_0,84
a21o_1,44
mux2i_1,154
o21bai_1,30
buf_4,61
nor2_1,272
a22oi_1,38
nand3_1,35
clkdlybuf4s50_1,320
inv_1,467
nor2b_1,44
fa_1,261
nor3_1,38
xor2_1,37
o31ai_1,15
xnor2_1,100
a21oi_1,167
and2_1,145
nand4_1,20
a31oi_1,17
-- worst max-delay path, delay by kind of cell --
kind	cells	cell delay [ns]
adder cells (fa/ha/maj)	2	0.80
multiplexers	1	0.38
buffers and inverters	1	0.62
AND-OR/OR-AND	10	2.68
AND/OR/NAND/NOR	2	0.26
-- power breakdown --
part	leakage [nW]	switching, mW	internal (mW)
combinational	13.1	0.448	0.337
sequential	1.62	0.0442	0.356
clock	0.311	0.176	0.157
total	15.1	0.668	0.850
-- stage by stage --
stage	area, um^2	util, %	worst slack (ns)	power [mW]
global placement	31700	35.0	14.15	1.19
finish	32300	35.7	14.69	1.52
detailed placement	31700	35.0	14.17	1.18
CTS	32300	35.7	14.72	1.53
floorplan	27600	-	15.57	0.897
global route	32300	35.7	14.44	1.62
-- worst max-delay path by stage --
stage / from / end / slack (ns)
4_1_cts: B[0] / PREG.PREG.out[44] / 14.72
6_report: B[5] / PREG.PREG.out[46] / 14.69
5_1_grt: B[0] / PREG.PREG.out[40] / 14.44
Power figures rest on the tool's default switching activity, not on a simulated workload.
